<file path="design/flow/design.v">
module buffer (
	input wire [3:0] buff_in,
	input wire       buff_in_valid,
	output reg buff_out,
	output reg buff_out_valid,
	output wire buffer_full,
	input wire CLK,
	input wire Reset
);
	reg [31:0] buffer_array;  
	reg [31:0] sp;            
	assign buffer_full = sp[29];  
	always @ (posedge CLK or negedge Reset) begin
		if(~Reset) begin
			buffer_array <= 32'b0;
		end
		else begin
			if (buff_in_valid) begin
				buffer_array <= (sp[28]) ? ({buff_in[3:0], buffer_array[28:1]}) : (
					(sp[27]) ? ({01'b0, buff_in[3:0], buffer_array[27:1]}) :
					(sp[26]) ? ({02'b0, buff_in[3:0], buffer_array[26:1]}) :
					(sp[25]) ? ({03'b0, buff_in[3:0], buffer_array[25:1]}) :
					(sp[24]) ? ({04'b0, buff_in[3:0], buffer_array[24:1]}) :
					(sp[23]) ? ({05'b0, buff_in[3:0], buffer_array[23:1]}) :
					(sp[22]) ? ({06'b0, buff_in[3:0], buffer_array[22:1]}) :
					(sp[21]) ? ({07'b0, buff_in[3:0], buffer_array[21:1]}) :
					(sp[20]) ? ({08'b0, buff_in[3:0], buffer_array[20:1]}) :
					(sp[19]) ? ({09'b0, buff_in[3:0], buffer_array[19:1]}) :
					(sp[18]) ? ({10'b0, buff_in[3:0], buffer_array[18:1]}) :
					(sp[17]) ? ({11'b0, buff_in[3:0], buffer_array[17:1]}) :
					(sp[16]) ? ({12'b0, buff_in[3:0], buffer_array[16:1]}) :
					(sp[15]) ? ({13'b0, buff_in[3:0], buffer_array[15:1]}) :
					(sp[14]) ? ({14'b0, buff_in[3:0], buffer_array[14:1]}) :
					(sp[13]) ? ({15'b0, buff_in[3:0], buffer_array[13:1]}) :
					(sp[12]) ? ({16'b0, buff_in[3:0], buffer_array[12:1]}) :
					(sp[11]) ? ({17'b0, buff_in[3:0], buffer_array[11:1]}) :
					(sp[10]) ? ({18'b0, buff_in[3:0], buffer_array[10:1]}) :
					(sp[09]) ? ({19'b0, buff_in[3:0], buffer_array[09:1]}) :
					(sp[08]) ? ({20'b0, buff_in[3:0], buffer_array[08:1]}) :
					(sp[07]) ? ({21'b0, buff_in[3:0], buffer_array[07:1]}) :
					(sp[06]) ? ({22'b0, buff_in[3:0], buffer_array[06:1]}) :
					(sp[05]) ? ({23'b0, buff_in[3:0], buffer_array[05:1]}) :
					(sp[04]) ? ({24'b0, buff_in[3:0], buffer_array[04:1]}) :
					(sp[03]) ? ({25'b0, buff_in[3:0], buffer_array[03:1]}) :
					(sp[02]) ? ({26'b0, buff_in[3:0], buffer_array[02:1]}) :
					(sp[01]) ? ({27'b0, buff_in[3:0], buffer_array[01:1]}) :
					(sp[00]) ? ({28'b0, buff_in[3:0]}) : {29'b0, buff_in[3:1]} );
			end
			else begin
				buffer_array <= {1'b0, buffer_array[31:1]};
			end
		end
	end
	always @ (posedge CLK or negedge Reset) begin
		if(~Reset) begin
			buff_out <= 0;
			buff_out_valid <= 0;
		end
		else begin
			if(buff_in_valid) begin
				buff_out_valid <= 1'b1;
				buff_out <= (sp[0]) ? (buffer_array[0]) : (buff_in);
			end else begin
				buff_out_valid <= sp[0];
				buff_out <= buffer_array[0];
			end
		end
	end	
	always @ (posedge CLK or negedge Reset) begin
		if(~Reset) begin
			sp <= 32'b0;
		end
		else begin
			if(buff_in_valid) begin
				sp <= {sp[28:0] ,3'b0};
			end
			else begin
				sp <= {1'b0, sp[31:1]};
			end
		end
	end	
endmodule
</file>
<file path="design/flow/run.sh">
#!/bin/bash
# OpenROAD 26Q1-2900-gdf79404cd8, Yosys 0.63+post, stock flow scripts
make -C /OpenROAD-flow-scripts/flow DESIGN_CONFIG=/design/flow/config.mk WORK_HOME=/design/flow/orfs finish
</file>
<file path="design/flow/config.mk">
export PLATFORM = sky130hd
export DESIGN_NAME = buffer
export DESIGN_NICKNAME = buffer
export VERILOG_FILES = /design/flow/design.v
export SDC_FILE = /design/flow/constraint.sdc
export NUM_CORES = 4
export LEC_CHECK = 1
export CORE_UTILIZATION = 30
</file>
<file path="design/flow/constraint.sdc">
current_design buffer

set clk_period 2.9
set clk_io_pct 0.2

create_clock -name clk0 -period $clk_period [get_ports {CLK}]

set non_clock_inputs [all_inputs -no_clocks]
set_input_delay [expr $clk_period * $clk_io_pct] -clock clk0 $non_clock_inputs
set_output_delay [expr $clk_period * $clk_io_pct] -clock clk0 [all_outputs]
</file>
==> metrics.cfg <==
[status]
status=finished clean

[cts]
cts.sinks=66
clockBufferDepth=2
cts_tree=done
cts.clk_slew.worst_paths_ps=60
ctsResizeCount=0
cts_setup_buffers=0
hold_buffers=0
clk_latency_ps=330
htreeDepth=3
cts-root-buf=clkbuf_16
cts_buffers=9

[timing]
holdWs_ps=180.4
setup_tns_ps=0
hold_viol_final=0
setup_viol=0
finClkSkew_ps=6.481
timing.fmax_mhz=459.7
worstMarginPinSlew_ps=567.6
finalCritPeriodShare_pct=75.02
maxSlewViolCount=0
period_needed_ps=2175
slew_headroom_pct=61.81
rsz0062_at_grt=no

[routing]
vias=2817
drc=0
finalWirelength_mm=8.231
ant_nets=0
dr.pass1.iters=4
routedWlPerCell_um=15.80
drt_iter0_drc=297
routed_via_density=5.407
antennaDiodeCount=0

[synthesis]
synth_cells=393
yosys_area_mm2=0.003659
synth_area_mm2=0.003659
ys_ff=66
synth_top_area_share_pct=45.14
avgSynthCellArea_um2=9.309
edf_count=0
synthTopCellsByArea=dfrtp_1 (45%), mux2_2 (13%), a21oi_1 (8.5%)
yosysWarnings=1
async_flop_share_pct=100.0
ys_types=39
ys_seq_share_pct=45.14
yosys.area.top_type=dfrtp_1
ys_cells=393
synth-main-ff-cell=dfrtp_1

[worst_setup_path]
required_ps=3110
cp_top_family=simple AND/OR/NAND/NOR gates
worstPathArrival_ps=2380
r2r_slack_ps=720
path_buffers=0
worstPathCellList=nor4_1 > nand4_2 > nor4_1 > mux2_1
path_max_fanout=14
worstSetupPathType=reg -> reg
worst_path_largest_cell_delay_ps=590
rr_worst_depth=4
timing.rr.end=buffer_array[0]
worstSetupStartpoint=sp[9]
r2r_start=sp[9]
slowest_stage=nor4_1
cp-end-kind=flip-flop
crit_path_frequent_cell=nor4_1
crit_path_start_kind=flip-flop

[final_layout]
area_growth_pct=12.62
mostFrequentLayoutCells=dfrtp_1 (66), a21oi_1 (62), mux2_2 (42)
postLayoutCellArea_mm2=0.004120
final-comb-area_mm2=0.001797
nFillCells=1110
fin_cells=521
drive_gt1_share_pct=20.37
layout_top_cell=dfrtp_1
flop_area_mm2=0.001652

[placement]
dp_cells=505
finalWeightedCongestion=0.8408
post_dp_cell_area_mm2=0.003782
dp_hpwl_mm=4.822
io_buffers=9

[worst_hold_path]
min_path_type=in -> async

[die]
die_y_um=112.4
rows=39
die_w_um=112.4
initCoreUtil_pct=31.37
pin_count=10
die_area_mm2=0.01264
core_mm2=0.01166

[pwr]
p_leak_nw=1.758
p_per_area_mw_per_mm2=557.6
ir_drop_mv=0.3269

[global_routing]
grt_usage_pct=13.79
antenna_found_initial=0
grt_pass1_vias=2622
grt-ovfl-total=0
grt_max_degree=43
grt_pass1_wl_mm=13.83

[run]
warnings=25
drv_cap=0

worst register-to-register path, stage by stage, from the launching register on:
cell and delay, ps:
dfrtp_1 510, nor4_1 590, nand4_2 260, nor4_1 340, mux2_1 360
per-stage QoR:
step / setup slack (ps) / power, mW / util [%]
after detailed placement: 705.7 / 1.107 / 32.43
after floorplan: 850.7 / 1.048 / -
after CTS: 719.5 / 2.319 / 35.33
final: 724.5 / 2.297 / 35.33
after global placement: 744.0 / 1.106 / 32.43
after global routing: 594.5 / 2.378 / 35.33
synth_stat cells, types with 3 or more instances:
cell      instances
a21oi_1          62
a22o_1           13
a22oi_1           7
a31oi_1          12
buf_2             3
clkbuf_1         42
dfrtp_1          66
inv_1             4
mux2_1            3
mux2_2           42
nand2_1          41
nor2_1           15
nor2b_1           5
nor3_1            6
nor3_2            3
nor4_1            9
o21ai_0          33
or3_1             3
sequential cells by signal (all words and copies together), names as in the netlist:
signal          flops
sp                 32
buffer_array       32
buff_out_valid      1
buff_out            1
logic make-up (layout without fill, tap and decap cells):
logic type | after synthesis | in the layout | share of synthesized area [%]
mux | 46 | 46 | 14.12
flops | 66 | 66 | 45.14
compound gates | 131 | 131 | 20.52
buf+inv | 52 | 37 | 5.745
simple gates | 98 | 98 | 14.47
how the worst max path moves through the flow:
stage / end / slack, ps / cells after the start
6_report: buffer_array[0] / 720 / 4
5_1_grt: buffer_array[4] / 590 / 4
4_1_cts: buffer_array[0] / 720 / 4
per-layer routing:
metal	wire [um]	GRT usage, %	up-vias
li1	-	-	1368
met1	3995	21.84	1363
met2	3679	20.66	80
met3	475	2.587	6
met4	81	1.778	0
met5	0	0	-
report_power, final:
part | switching [mW] | internal [mW]
clock network | 0.404 | 0.803
logic | 0.0869 | 0.0517
registers | 0.00689 | 0.945
area by class of cell:
| type | count | area share (%) |
|---|---|---|
| clock inverters | 5 | 2.065 |
| repair buffers | 17 | 3.401 |
| inverters | 4 | 0.3644 |
| well taps | 143 | 4.343 |
| flip-flops and latches | 66 | 40.08 |
| multi-input cells | 275 | 43.61 |
| clock buffers | 11 | 6.134 |
Power figures rest on the tool's default switching activity, not on a simulated workload.
